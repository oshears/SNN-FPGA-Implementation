File: flow/run.sh
#!/bin/bash
# OpenROAD 26Q1-2900-gdf79404cd8, Yosys 0.63+post, stock flow scripts
make -C /OpenROAD-flow-scripts/flow DESIGN_CONFIG=/design/flow/config.mk WORK_HOME=/design/flow/orfs finish
File: flow/config.mk
export PLATFORM = sky130hd
export DESIGN_NAME = register
export DESIGN_NICKNAME = register
export VERILOG_FILES = /design/flow/design.v
export SDC_FILE = /design/flow/constraint.sdc
export NUM_CORES = 4
export LEC_CHECK = 1
export CORE_AREA = 10 10 85 85
export DIE_AREA = 0 0 95 95
File: flow/constraint.sdc
current_design register

set clk_period 1.0
set clk_io_pct 0.2

create_clock -name clk0 -period $clk_period [get_ports {clk}]

set non_clock_inputs [all_inputs -no_clocks]
set_input_delay [expr $clk_period * $clk_io_pct] -clock clk0 $non_clock_inputs
set_output_delay [expr $clk_period * $clk_io_pct] -clock clk0 [all_outputs]
File: flow/design.v
`timescale 1ns / 1ps
module register
# (
DATA_WIDTH = 32
)
(
    input clk,
    input rst,
    input [DATA_WIDTH-1:0] din,
    output reg [DATA_WIDTH-1:0] dout
);
always @(posedge clk, posedge rst)
begin
    if (rst)
        dout <= 0;
    else
        dout <= din;
end
endmodule
==> results_slide.txt <==
Physical Implementation Snapshot

Run status
  – Outcome: finished clean

Setup path
  – Slowest-stage cell, CP: dfrtp_1
  – Worst EP required: 800 ps
  – CP Capture Type: output port
  – CP Launch Type: flop
  – CP cell instances: buf_2
  – Family with the most delay on the worst path: flip-flops
  – Slowest cell delay on critical path: 360 ps
  – CP max FO: 1
  – Crit path buf inv count: 1
  – Arr. time, crit path: 750 ps
  – Crit Path Class: reg -> out

CTS
  – Clock Pin Slew Worst Setup and Hold Paths: 70 ps
  – Clock root buffer: clkbuf_8
  – CTS H-tree lvls: 2
  – CTS tree: yes
  – CTS sink count: 32
  – Clock buffer count from CTS: 5
  – Post-CTS Setup Inserts: 0
  – Clock tree buffer depth: 2

Finish
  – Number of fillers in the final layout: 572
  – Share of layout cells above drive strength 1: 38.89%
  – FF/Latch Area: 800.8 µm²
  – Max reg flops: 32
  – Area Overhead vs Synth: 87.25%
  – Logic area: 0 µm²
  – Comb_multi_in: 0
  – Fin util: 27.53%
  – Largest Register: dout
  – Top flop regs: dout x32

Global route
  – GRT overflow: 0
  – Busiest grt layer: met2
  – Met1 usage: 6.810%
  – First-pass GRT wire length: 3.705 mm
  – Largest net degree at the start of global routing: 13
  – Initial antenna violation count: 1
  – Met2 GRT Util: 7.437%
  – GR Util met3: 4.647%
  – Tot GR Track Use: 5.564%
  – Number of global-route vias before repair: 612

STA
  – Final Max Slew Viols: 0
  – Hold Vio Cnt, Final: 0
  – Final min period: 945.4 ps
  – Worst-margin pin slew: 155.3 ps
  – Setup tns final: 0 ps
  – Final setup violating endpoints: 0
  – RSZ-0062 raised after global routing: no
  – Min setup slack post-route: 54.64 ps
  – Cycle use final: 94.54%
  – Final Hold Slack: 295.3 ps
  – Fmax: 1058 MHz
  – Slew margin rel.: 89.65%

Yosys
  – Syn avg cell area: 24.38 µm²
  – Synth warn: 1
  – Mapped cell area: 804.5 µm²
  – Synth Flop Type: dfrtp_1
  – Top cells by count: 32 x dfrtp_1, 1 x inv_1
  – Yosys stat area: 804.5 µm²
  – Synth cell types: 2
  – Yosys top cell by instances: dfrtp_1
  – # Cells Yosys: 33
  – Fraction of registers with async set/reset: 100.0%
  – Post-synth regs: 32
  – Post-synth top area cell: dfrtp_1
  – EDFF count, synth: 0
  – Gate Count Post-Synth: 33
  – Area leader share: 99.53%
  – Top area cell types: dfrtp_1 100%, inv_1 0.47%
  – Seq/Total Area, Yosys: 99.53%

Floorplan
  – IO Pins: 66
  – Num rows: 27
  – Die ar.: 9025 µm²
  – CORE AREA: 5473 µm²
  – Die height: 95 µm
  – Die width: 95 µm
  – Fp_density: 14.70%

Drt
  – Number of DRC markers in iteration 0: 2
  – Wirelength, routed: 2.500 mm
  – # DRC: 0
  – Drt first pass iters: 2
  – Via/cell ratio: 2.983
  – Post-DRT Antenna Nets: 0
  – Avg WL per Cell: 13.81 µm
  – Vias after detailed routing: 540

Placed design
  – Setup Slack @ Placement: 15.89 ps
  – IO buf count: 65
  – GPL Wtd Cong: 0.6946
  – Detailed placement HPWL: 2.085 mm

Power
  – VDD IR max: 0.4145 mV
  – Share of total power in the clock network: 39.8%
  – PwrDens: 1750 nW/µm²
  – Sw frac: 19.13%
  – Switch Pwr: 504.1 µW
  – Reg power frac: 52.0%
  – Power Internal: 2.131 mW
  – Tot Pwr: 2.636 mW
  – P_leak: 0.6980 nW
  – Comb power frac: 8.1%

Min path
  – Hold crit path type: in -> async

Run
  – OpenROAD warnings: 25
  – Max Cap Viol: 0
## kinds of logic after synthesis
logic type             synth area share (%)
flip-flops                            99.53
buffers and inverters                0.4661
## placed cells by master (no fill, tap or decap)
cell	netlist	routed
inv_1	1	1
clkbuf_8	0	7
clkdlybuf4s50_1	0	33
diode_2	0	1
buf_2	0	32
dfrtp_1	32	32
buf_4	0	3
## stage by stage
| step | cells | area [µm²] |
|---|---|---|
| after floorplan | 33 | 804.5 |
| after global placement | 173 | 1568 |
| after detailed placement | 173 | 1568 |
| after CTS | 180 | 1504 |
| after global routing | 180 | 1504 |
| final | 181 | 1506 |
## path summary, 6_finish.rpt
kind / end / start / depth (start not counted) / slack [ps]
worst max-delay path: dout[8] / dout[8] / 1 / 50
worst min-delay path: dout[24] / rst / 3 / 300
max in group asynchronous: dout[23] / rst / 3 / 520
min in group clk0: dout[8] / din[8] / 1 / 350
## layout make-up
type                    count  area share, %
clock buffers               7          6.395
well taps                  72          5.980
flip-flops and latches     32          53.16
inverters                   1         0.2492
repair buffers             68          34.05
diodes                      1         0.1661
## power by group through the flow
| stage | logic [mW] | clock network [mW] | registers [mW] |
|---|---|---|---|
| 4_1_cts | 0.224 | 1.12 | 1.37 |
| 6_report | 0.214 | 1.05 | 1.37 |
| 5_1_grt | 0.241 | 1.19 | 1.38 |
## tightest hold or removal path, delay by kind of cell
family	cells	cell delay [ps]
buffers and inverters	3	730
## metal layers
layer / vias to the layer above / routed length [µm]
met3: 7 / 434
met2: 39 / 1083
met4: 0 / 54
met1: 246 / 929
li1: 248 / -
met5: - / 0
## repair_timing
item | in CTS | in global routing
endpoints found under the setup margin | 32 | 0
gates resized | 96 | 0
hold buffers | 0 | 0
Power figures rest on the tool's default switching activity, not on a simulated workload.
