[/design/flow/design.v]
`timescale 1ns / 1ps
module spike_accumulator
# (
DATA_WIDTH = 32
)
(
    input spike_in,
    input [DATA_WIDTH-1:0] spike_weight,
    input rst,
    output reg [2*DATA_WIDTH-1:0] dout
);
always @(posedge spike_in, posedge rst)
begin
    if (rst)
        dout <= 0;
    else
        dout <= dout + {{32{spike_weight[DATA_WIDTH-1]}},spike_weight};
end
endmodule
[/design/flow/run.sh]
#!/bin/bash
# OpenROAD 26Q1-2900-gdf79404cd8, Yosys 0.63+post, stock flow scripts
make -C /OpenROAD-flow-scripts/flow DESIGN_CONFIG=/design/flow/config.mk WORK_HOME=/design/flow/orfs finish
[/design/flow/config.mk]
export PLATFORM = sky130hd
export DESIGN_NAME = spike_accumulator
export DESIGN_NICKNAME = spike_accumulator
export VERILOG_FILES = /design/flow/design.v
export SDC_FILE = /design/flow/constraint.sdc
export NUM_CORES = 4
export LEC_CHECK = 1
export CORE_UTILIZATION = 50
[/design/flow/constraint.sdc]
current_design spike_accumulator

set clk_period 17.7
set clk_io_pct 0.2

create_clock -name clk0 -period $clk_period [get_ports {spike_in}]

set non_clock_inputs [all_inputs -no_clocks]
set_input_delay [expr $clk_period * $clk_io_pct] -clock clk0 $non_clock_inputs
set_output_delay [expr $clk_period * $clk_io_pct] -clock clk0 [all_outputs]
==> flow_summary.yaml <==
# yosys + openroad results
synth:
  numSynthFlops: 64
  ys_area_sq_um: 5490
  adder_share_pct: 14.7
  aoi_share_pct: 26.4
  ys_sh_simple_pct: 17.7
  ys_warn_count: 1
  xor_share_pct: 9.25
  synthArstFlopShare_pct: 100
  avgSynthCellArea_sq_um: 8.48
  ys_sh_mux_pct: 0.182
  synth-edff-count: 0
  yosysSeqAreaShare_pct: 29.2
  syn_area_sq_um: 5490
  synthMostInstantiatedCell: "a21oi_1"
  flop_cell: "dfrtp_1"
  ys_types: 61
  top_logic_kind: "AND-OR/OR-AND gates"
  postSynthCellCount: 647
  common_cells: "a21oi_1, dfrtp_1, ha_1, nand2_1, nor2_1"
  yosysCellCount: 647
  topCellsByArea: "dfrtp_1, ha_1, a21oi_1"
  largest_area_cell: "dfrtp_1"
  yosys.area.top_type_share_pct: 29.2
timing:
  tns_ns: 0
  period_minus_slack_ns: 6.55
  setup_viol: 0
  clock.fmax_mhz: 153
  rsz0062_at_grt: "false"
  skew_ns: 0.0104
  worstMarginPinSlew_ns: 0.638
  fin_crit_sh_pct: 37.0
  drv_slew: 0
  finalHoldViolCount: 0
  relSlewSlack_pct: 57.1
pwr:
  ir_worst_vdd_mv: 0.108
  switching_share_pct: 45.5
  p_seq_share_pct: 19.7
  p_total_mw: 1.42
  comb_power_share_pct: 71.4
  clock_power_share_pct: 8.9
  p_leak_nw: 2.83
  powerDensity_nw_per_um2: 210
  power.switching_mw: 0.644
  intPower_mw: 0.773
worst_setup_path:
  critPathLaunchType: "input port"
  critPathRequiredTime_ns: 17.93
  crit_arrival_ns: 6.79
  endpoint_kind: "flip-flop"
  cp_max_fo: 4
  worstSetupPathType: "in2reg"
final_layout:
  largest_reg_flops: 64
  regMostFlops: "dout"
  reg_top3: "dout (64)"
  drive_gt1_share_pct: 4.87
  area_growth_pct: 22.9
  final_cells: 875
grt:
  grt_use_total_pct: 26.0
  grt_pass1_vias: 4798
  grt.overflow.total: 0
  grt_first_pass_wirelength_mm: 23.0
  antenna_found_initial: 0
  grt_max_degree: 47
detailed_routing:
  dr.first_iter.drc_count: 328
  dr.pass1.iters: 5
  diodes: 0
  via_per_inst: 5.93
  wl_mm: 14.0
  drc: 0
  drt.antenna.violating_nets: 0
  wl_per_cell_um: 16.0
  vias: 5191
run:
  warnings: 26
  max_cap_viol_count: 0
cts:
  htree_levels: 3
  cts.sinks: 64
  clkTransAtPathRegs_ns: 0.07
  cts_setup_buffers: 0
  clkLatencyLatePin_ns: 0.35
  root_buffer: "clkbuf_8"
  holdBufCountCts: 0
  cts_tree: "done"
  cts_buffers: 9
  clockBufferDepth: 2
  cts-resized-gates: 0
placement:
  numPortBuffers: 97
  place_inst: 859
  hpwl_mm: 11.0
  place_congestion: 0.977
hold_path:
  min_path_type: "reg2reg"
floorplan:
  num_rows: 37
  core_area_sq_um: 10500
  ios: 98
  die_h_um: 107
  fp-utilization_pct: 52.5
  die_area_sq_um: 11400
  dieWidth_um: 107
status:
  status: "completed"
-- layer usage --
metal  GRT usage [%]  routed length, um  up-vias
met2            40.9               6280      159
met4            5.28                327        0
met3            3.72                716       29
li1                -                  -     2597
met5               0                  0        -
met1            39.3               6700     2406
-- cell usage in the layout, fill, tap and decap left out, drive strengths merged, types with 4 or more instances in the layout --
cell / n
a211oi: 4
a21boi: 7
a21o: 18
a21oi: 87
a31oi: 11
and3: 6
and4: 4
clkbuf: 9
clkdlybuf4s50: 97
clkinv: 4
dfrtp: 64
ha: 63
inv: 12
nand2: 62
nand3: 14
nand4: 20
nor2: 43
nor2b: 6
nor3: 19
nor4: 4
o211ai: 4
o21a: 9
o21ai: 46
o21bai: 12
o221ai: 4
o31ai: 6
or3: 6
xnor2: 38
xor2: 20
-- cell type report --
| cell class | count | area [sq um] |
|---|---|---|
| Tap cell | 136 | 170 |
| Inverter | 12 | 45.0 |
| Clock buffer | 9 | 124 |
| Clock inverter | 7 | 72.6 |
| Fill cell | 880 | 3720 |
| Multi-Input combinational cell | 548 | 3750 |
| Timing Repair Buffer | 99 | 986 |
| Sequential cell | 64 | 1600 |
-- worst max-delay path, stage by stage --
cell and delay [ns]:
clkdlybuf4s50_1 0.40, ha_1 0.22, fa_1 0.40, a21o_1 0.21, a221oi_2 0.35, nand3_2 0.14, a31oi_1 0.46, a21oi_2 0.21
o21ai_1 0.33, o21ai_1 0.16, o311a_1 0.35
-- path summary, 6_finish.rpt --
check | slack (ns) | start | depth (start not counted) | to
setup / recovery | 11.15 | spike_weight[0] | 11 | dout[56]
hold / removal | 0.51 | dout[0] | 1 | dout[0]
setup reg to reg | 14.37 | dout[0] | 10 | dout[56]
hold reg to reg | 0.51 | dout[0] | 1 | dout[0]
max in group asynchronous | 13.25 | rst | 3 | dout[34]
min in group asynchronous | 3.51 | rst | 2 | dout[0]
-- power groups by stage --
stage	Sequential, mW	Clock, mW	Combinational (mW)
6_report	0.279	0.126	1.01
5_1_grt	0.289	0.138	1.12
4_1_cts	0.281	0.130	1.01
-- cell families (layout without fill, tap and decap cells) --
kind of cell    count (synthesis)  after routing
simple gates                  198            198
flops                          64             64
buf+inv                        35            127
xor+xnor                       58             58
compound gates                227            227
fa+ha+maj                      64             64
mux                             1              1
-- through the flow --
step	setup slack [ns]	hold WS (ns)	utilization [%]	instance area, sq um
after global routing	10.94	0.551	64.5	6750
after detailed placement	10.77	0.493	62.6	6550
after global placement	10.79	0.483	62.6	6550
after CTS	11.13	0.511	64.5	6750
after floorplan	11.59	0.443	-	5490
final	11.15	0.506	64.5	6750
No activity file was given, so power comes from the tool's default toggle rates.
