<file path="./design.v">
`timescale 1ns / 1ps
module bernoulli_spike_generator
# (
    NUM_SPIKES = 32,
    ADDR_WIDTH = 32,
    DATA_WIDTH = 32
)
(
    input clk,
    input rst,
    input en,
    input [ADDR_WIDTH - 1 : 0] mem_addr,
    input mem_wen,
    input [DATA_WIDTH - 1 : 0] mem_data_in,
    output reg [DATA_WIDTH - 1 : 0] mem_data_out,
    output [NUM_SPIKES - 1 : 0] spikes
);
integer mem_iter = 0;
reg count = 0;
wire [DATA_WIDTH - 1 : 0] lfsr_out;
reg [DATA_WIDTH - 1 : 0] mem [2**$clog2(NUM_SPIKES) - 1 : 0];
genvar i;
generate
    for(i = 0; i < NUM_SPIKES; i = i + 1) begin : spike_outputs
        assign spikes[i] = (mem[i] > lfsr_out && count && en) ? 1 : 0;
    end
endgenerate
always @(posedge clk)
begin
    if (mem_wen)
        mem[mem_addr] <= mem_data_in;
    mem_data_out = mem[mem_addr];
end
initial begin
    for (mem_iter = 0; mem_iter < ADDR_WIDTH; mem_iter = mem_iter + 1) begin
        mem[mem_iter] = 32'h7FFF_FFFF;
    end
end
always @(posedge clk, posedge rst) begin
    if (rst)
        count = 0;
    else
        count = ~count;
end
lfsr
# (
    .DATA_WIDTH(DATA_WIDTH)
)
lfsr
(
    .clk(clk),
    .rst(rst),
    .dout(lfsr_out)
);
endmodule
`timescale 1ns / 1ps
module lfsr
# (
DATA_WIDTH = 32,
SEED = 32'hABCD_1234
)
(
    input clk,
    input rst,
    output reg [DATA_WIDTH-1:0] dout = SEED
);
localparam HALF_WIDTH = (DATA_WIDTH + 1)/2;
wire feedback = dout[DATA_WIDTH - 1] ^ dout[HALF_WIDTH] ^ dout[0];
always @(posedge clk, posedge rst)
begin
    if (rst)
        dout = SEED;
    else
        dout <= {feedback,dout[DATA_WIDTH - 1 : 1]};
end
endmodule
</file>
<file path="./constraint.sdc">
current_design bernoulli_spike_generator

set clk_period 9.3
set clk_io_pct 0.2

create_clock -name clk0 -period $clk_period [get_ports {clk}]

set non_clock_inputs [all_inputs -no_clocks]
set_input_delay [expr $clk_period * $clk_io_pct] -clock clk0 $non_clock_inputs
set_output_delay [expr $clk_period * $clk_io_pct] -clock clk0 [all_outputs]
</file>
<file path="./config.mk">
export PLATFORM = sky130hd
export DESIGN_NAME = bernoulli_spike_generator
export DESIGN_NICKNAME = bernoulli_spike_generator
export VERILOG_FILES = /design/flow/design.v
export SDC_FILE = /design/flow/constraint.sdc
export NUM_CORES = 4
export LEC_CHECK = 1
export CORE_UTILIZATION = 40
</file>
<file path="./run.sh">
#!/bin/bash
# OpenROAD 26Q1-2900-gdf79404cd8, Yosys 0.63+post, stock flow scripts
make -C /OpenROAD-flow-scripts/flow DESIGN_CONFIG=/design/flow/config.mk WORK_HOME=/design/flow/orfs finish
</file>
==> results.txt <==
fresh numbers from the pnr run: Antenna Nets Post-Route 0, Core Region 153,000 µm², Max-slew headroom 31.5%, Max Freq 154 MHz, OpenROAD warning count 53, CTS tree yes, clk ins delay skew pair 0.75 ns, Setup CP Type reg2out, Pwr Total 10,800 µW, Initial Util 40.5%, antenna violations before repair 3, final hold vios 0, Yosys reg bits 1,089, # diodes 0, GPL Wtd Cong 0.969, met3 WL 29.3 mm, count of library flops with an enable pin 1,024, GRT Util Overall 26.3%, critical-path cell list inv_1 -> buf_4 -> ha_1 -> nand4_1 -> nor3_1 -> o311ai_0 -> a21oi_1 -> clkdlybuf4s50_1, Avg Inst Size Synth 14.4 µm², layout cells sized above 1 13.3%, die footprint 156,000 µm², Ports 132, Root Driver clkbuf_16, Top cells excl fill/tap ha_1, edfxtp_1, a21oi_1, largest net degree at the start of global routing 70, setup bufs post-CTS 0, H-tree depth 3, Highest Signal Layer met5, DRC 0, Unique cell types 43, post-detailed-routing wire length 190 mm, Setup-failing EPs final 0, DRT Pass-1 Iters 7, number of global-route vias before repair 42,700, Crit-path slowest cell a21oi_1, WL met1 71.1 mm, Synth warnings 2, Die W 395 µm, RSZ-0062 raised after global routing false, DR WL/cell 28.5 µm, # Cells Yosys 4,281, Slew @ Worst Pin 1.02 ns, drt via density 6.11, crit share post-route 69.8%, fin. max-slew vios 0, PortBufs 104, Clock Tree Buf Depth 3, LEAKAGE 0.0246 µW, crit path time final 6.49 ns, vias after detailed routing 40,800, GRT overflow 0, PD cells 154 nW/µm², final cell count without fillers 6,682, vertical die size 395 µm, TritonCTS buffer count 119, Async S/R FF share, synth 3.03%, CP Launch Type register, first-pass GRT wire length 280 mm, Bufs and invs on worst path 3, Worst Path Max Fanout 32, CP required 7.44 ns, 1st-iter DRT viols 2,418, MaxCap Viol Count 0, crit path DAT 4.63 ns, CP max stage delay 0.83 ns, clock-pin slew on the worst setup and hold paths 0.06 ns, main flop type edfxtp_1, Syn-to-layout area delta 13.3%, post-DP HPWL 139 mm, synthesized cell area 61,900 µm², CTS Sinks 1,089, cell count after placement 6,458, crit path capture type output pin, Seq/Total Area, Yosys 52.1%, setup_tns 0 ns, Syn Inst Count 4,281, Rows 143, status finished clean, Min-Delay Path Class reg2reg, crit-path leading delay family AND-OR/OR-AND gates, synthesis area per yosys 61,900 µm², post-CTS sizing 0, clock skew 0.0302 ns, VDD IR-drop max 0.161 mV, CTS Hold Bufs 0, met2 WL 82.5 mm
[cells in the mapped netlist (all sizes together), types with 31 or more instances]
master | count | area (µm²)
nand2 | 192 | 721
dfxtp | 32 | 641
o211ai | 32 | 240
buf | 47 | 320
inv | 65 | 244
edfxtp | 1024 | 30700
a22oi | 128 | 961
nor2b | 32 | 200
a211oi | 33 | 248
a221o | 64 | 641
mux4 | 256 | 5770
clkbuf | 46 | 173
ha | 1024 | 12800
nand3 | 162 | 811
o21ai | 64 | 320
nor3 | 65 | 325
nor4 | 33 | 206
a21o | 96 | 721
a21boi | 32 | 240
and4 | 31 | 272
nand4 | 196 | 1230
nor2 | 97 | 364
a21oi | 415 | 2080
[cells by family (layout without fill, tap and decap cells)]
family | Yosys count | in the layout | share of synthesized area (%)
AOI/OAI and AO/OA | 927 | 927 | 9.75
xor gates and xnor gates | 2 | 2 | 0.0283
adders and majority gates | 1024 | 1024 | 20.7
buffers and inverters | 158 | 529 | 1.19
DFF | 1089 | 1089 | 52.1
muxes | 256 | 256 | 9.32
and+or+nand+nor | 825 | 825 | 6.87
[cell type report]
| class | count | area, µm² |
|---|---|---|
| repair buffers | 240 | 2110 |
| fillers | 13200 | 82700 |
| inverters | 65 | 244 |
| clock inverters | 80 | 668 |
| clock buffers | 144 | 3120 |
| flip-flops and latches | 1089 | 32200 |
| well taps | 2030 | 2540 |
| multi-input cells | 3034 | 29100 |
[stage by stage]
step	setup slack [ns]	util, %	instance area [µm²]	hold slack [ns]
after detailed placement	3.22	43.4	66300	0.358
after floorplan	4.65	-	61900	0.354
final	2.81	45.9	70100	0.360
after global placement	3.20	43.4	66300	0.355
after CTS	2.84	45.9	70100	0.358
after global routing	2.61	45.9	70100	0.366
[registers in the layout, summed over array words and instances, names as in the netlist]
signal	count
count	1
lfsr.dout	32
mem	1024
mem_data_out	32
[where the power goes]
group	switching, µW	internal [µW]
logic	401	248
registers	36.2	5440
clock network	2020	2680
[worst paths after layout]
check | from | to | slack, ns | cells after the start
worst min-delay path | lfsr.dout[24] | lfsr.dout[23] | 0.36 | 0
worst min register to register | lfsr.dout[24] | lfsr.dout[23] | 0.36 | 0
worst max-delay path | lfsr.dout[31] | spikes[5] | 2.81 | 8
max in group asynchronous | rst | lfsr.dout[12] | 7.41 | 3
worst max register to register | mem[23][0] | mem_data_out[0] | 7.02 | 3
min in group asynchronous | rst | lfsr.dout[20] | 1.53 | 3
[layer usage]
metal / vias up / GRT usage (%)
li1: 18500 / -
met1: 20100 / 34.4
met2: 1863 / 36.8
met3: 325 / 17.0
met4: 16 / 7.47
met5: - / 3.39
Power and IR drop assume default switching activity.
